===== ./design.v =====
`timescale 1 ns / 1 ns
module div_unsigned(clock, clken, numer, denom, quotient, remain);
   parameter stages = 32;  
   localparam width = stages;
   parameter z_width = 2*width;  
   parameter width_n = width;  
   parameter width_d = width;  
   input clock;                
   input clken;                
   input [width_n -1:0] numer;  
   input [width_d -1:0] denom;  
   output [width_n -1:0] quotient;  
   output [width_d -1:0] remain;  
   reg [width_n-1:0] 	 quotient = {(width_n){1'b0}};
   reg [width_d-1:0] 	 remain =  {(width_d){1'b0}};
   function [z_width:0] gen_s;
      input [z_width:0]  si;
      input [z_width:0]  di;
      begin
	 if(si[z_width])
	   gen_s = {si[z_width-1:0], 1'b0} + di;
	 else
	   gen_s = {si[z_width-1:0], 1'b0} - di;
      end
   endfunction
   function [width-1:0] gen_q;
      input [width-1:0] qi;
      input [z_width:0]   si;
      begin
	 gen_q = {qi[width-2:0], ~si[z_width]};
      end
   endfunction
   function [width-1:0] assign_s;
      input [z_width:0] si;
      input [z_width:0] di;
      reg [z_width:0] 	tmp;
      begin
	 if(si[z_width])
	   tmp = si + di;
	 else
	   tmp = si;
	 assign_s = tmp[z_width-1:z_width-width];
      end
   endfunction
   reg [width-1:0] q_pipe  [width-1:0];
   reg [z_width:0]   s_pipe  [width:0];
   reg [z_width:0]   d_pipe  [width:0];
   integer 	     n0, n1, n2;
   always @(denom)
     begin
	d_pipe[0] <= {1'b0, {(width-width_d){1'b0}}, denom, {(z_width-width){1'b0}} };
     end
   always @(posedge clock)
     if(clken)
       for(n0=1; n0 <= width; n0=n0+1)
	 d_pipe[n0] <= d_pipe[n0-1];
   always @(numer)
     begin
	s_pipe[0] <= {{(width){1'b0}}, {(width-width_d){1'b0}}, numer};
     end
   always @(posedge clock)
     if(clken)
       for(n1=1; n1 <= width; n1=n1+1)
	 s_pipe[n1] <= gen_s(s_pipe[n1-1], d_pipe[n1-1]);
   always @(posedge clock)
     q_pipe[0] <= 0;
   always @(posedge clock)
     if(clken)
       for(n2=1; n2 < width; n2=n2+1)
	 q_pipe[n2] <= gen_q(q_pipe[n2-1], s_pipe[n2]);
   always @(posedge clock)
     if(clken)
	  quotient <= gen_q(q_pipe[width-1], s_pipe[width]);
   always @(posedge clock)
     if(clken)
       remain <= assign_s(s_pipe[width], d_pipe[width]);
endmodule

===== ./run.sh =====
#!/bin/bash
# OpenROAD 26Q1-2900-gdf79404cd8, Yosys 0.63+post, stock flow scripts
make -C /OpenROAD-flow-scripts/flow DESIGN_CONFIG=/design/flow/config.mk WORK_HOME=/design/flow/orfs finish

===== ./config.mk =====
export PLATFORM = sky130hd
export DESIGN_NAME = div_unsigned
export DESIGN_NICKNAME = div_unsigned
export VERILOG_FILES = /design/flow/design.v
export SDC_FILE = /design/flow/constraint.sdc
export NUM_CORES = 4
export LEC_CHECK = 1
export CORE_UTILIZATION = 30

===== ./constraint.sdc =====
current_design div_unsigned

set clk_period 22.4
set clk_io_pct 0.2

create_clock -name clk0 -period $clk_period [get_ports {clock}]

set non_clock_inputs [all_inputs -no_clocks]
set_input_delay [expr $clk_period * $clk_io_pct] -clock clk0 $non_clock_inputs
set_output_delay [expr $clk_period * $clk_io_pct] -clock clk0 [all_outputs]

==> impl_metrics.py <==
# Synthesis and PnR figures
metrics = {
    "placed_design": {
        "port_buffers": 129,
        "dp_hpwl_um": 246000,
        "gp_congestion": 0.949,
    },
    "timing": {
        "tns_ns": 0,
        "worst_pin_slew_ns": 1.04,
        "relSlewSlack": 0.296,
        "rsz0062_at_grt": "no",
        "finClkSkew_ns": 0.0911,
        "hold_ws_ns": 0.356,
        "slew_violations": 0,
        "finalCriticalPeriod_ns": 8.40,
        "finalHoldViolCount": 0,
        "fin_crit_sh": 0.375,
        "fmax_mhz": 119,
        "setup_viol": 0,
    },
    "floorplan": {
        "chipHeight_um": 742,
        "num_rows": 271,
        "dieWidth_um": 742,
        "die-area_sq_um": 550000,
        "fp_util": 0.301,
        "coreArea_sq_um": 545000,
        "ios": 130,
    },
    "synthesis": {
        "edf_count": 3136,
        "ys.flops": 3136,
        "topCombFamilyByArea": "AND-OR/OR-AND gates",
        "yosys.cell_types.count": 97,
        "syn_inst": 13300,
        "synthArstFlopShare": 0,
        "yosys_area_sq_um": 164000,
        "ys_sh_simple": 0.0904,
        "flop_cell": "edfxtp_1",
        "yosysTopAreaCell": "edfxtp_1",
        "ys_warn_count": 4,
        "synth.cellmix.compoundShare": 0.127,
        "ys_seq_frac": 0.574,
        "yosysCellCount": 13300,
        "yosysTopAreaCellShare": 0.574,
        "mux_share": 0.00411,
        "avgSynthCellArea_sq_um": 12.4,
        "synthXorXnorAreaFrac": 0.104,
        "adder_share": 0.0868,
        "yosys-top-cells-area": "edfxtp_1, ha_1, xor2_1, xnor2_1, a21oi_1",
        "synth_area_sq_um": 164000,
    },
    "grt": {
        "grt_pass1_wl_um": 537000,
        "antenna_found_initial": 4,
        "grt_max_degree": 129,
        "busiest_layer": "met2",
        "first_global_vias": 98600,
        "met1_usage": 0.177,
        "grtUsageTotal": 0.126,
        "use_met2": 0.203,
        "grt.overflow.total": 0,
        "use_met3": 0.0289,
    },
    "clock_tree": {
        "hold_buffers": 0,
        "clk_latency_ns": 1.00,
        "cts_resized": 0,
        "numCtsBuffers": 363,
        "clockRootBuffer": "clkbuf_16",
        "clock_sinks": 3136,
        "clk_pin_slew_ns": 0.07,
        "cts_setup_buffers": 0,
        "cts_tree": "built",
        "cts_max_level": 5,
        "clockBufferDepth": 4,
    },
    "worst_setup_path": {
        "reg2reg_depth": 17,
        "start_kind": "primary input",
        "crit_arrival_ns": 8.99,
        "cpMostUsedCell": "buf_4",
        "slowest_delay_ns": 0.75,
        "r2r_start": "d_pipe[15][34]",
        "cp_data_required_time_ns": 22.98,
        "critPathSlowestCell": "buf_4",
        "worstSetupPathType": "primary input to flip-flop",
        "cp_max_fo": 115,
        "path_cells": "buf_16 -> buf_4 -> buf_4 -> buf_4 -> buf_12 -> buf_4 -> buf_4",
        "r2r_setup_slack_ns": 17.11,
        "r2r-end": "s_pipe[16][64]",
        "end_kind": "flip-flop",
    },
    "final_layout": {
        "drive_gt1_frac": 0.0590,
        "syn_to_final_growth_pct": 13.8,
        "n_fill_cell": 52400,
    },
    "detailed_routing": {
        "drcViolationCount": 0,
        "avgViaCountPerCell": 4.75,
        "totalWireLength_um": 336000,
        "routedWlPerCell_um": 15.8,
        "ant_nets": 0,
        "drtPass1Iterations": 6,
        "num_vias": 101000,
        "first_iter_violations": 6139,
    },
    "outcome": {
        "status": "complete, no violations",
    },
    "hold_path": {
        "hold_depth": 0,
        "worstHoldStart": "q_pipe[30][12]",
        "hp-class": "flip-flop to flip-flop",
        "hold_path_end": "q_pipe[31][13]",
    },
    "job": {
        "warnings": 71,
        "cap_violations": 0,
    },
    "power_and_ir_drop": {
        "vdd_drop_max_mv": 0.0751,
        "power_density_nw_per_um2": 172,
        "power.leakage_nw": 69.8,
    },
}
## worst max-delay path by stage
| stage | start | to | slack, ns |
|---|---|---|---|
| after CTS | clken | q_pipe[18][16] | 14.02 |
| after global routing | clken | q_pipe[17][16] | 13.64 |
| final | clken | s_pipe[3][19] | 14.00 |
## worst max-delay path: cells and delay by family
| family | cells | cell delay, ns |
|---|---|---|
| buffers and inverters | 7 | 4.16 |
## area by class of cell
class	count	area [sq um]	area share
flip-flops and latches	3136	94200	0.504
multi-input cells	9499	67600	0.362
clock inverters	241	2700	0.0144
diodes	1	2.50	0.0000134
clock buffers	414	9360	0.0501
well taps	7234	9050	0.0485
repair buffers	236	2200	0.0118
inverters	438	1640	0.00880
## per-layer routing
layer	vias up	part of all wire
met3	588	0.056
li1	50600	-
met5	-	0.000027
met2	1950	0.47
met4	2	0.037
met1	47400	0.43
## cell families (layout without fill, tap and decap cells)
group,after synthesis,after routing
mux,60,60
fa+ha+maj,1119,1119
xor+xnor,1942,1942
compound gates,3345,3345
other cells,0,1
flops,3136,3136
simple gates,3033,3033
buf+inv,623,1329
## power breakdown
part           internal (mW)  total, mW  switching [mW]
Combinational           7.27       16.5            9.25
Sequential              9.00       9.65           0.656
Clock                   3.47       5.94            2.47
Total                   19.7       32.1            12.4
## sequential cells by signal, summed over array words and instances (netlist names)
name,cells
s_pipe,1552
d_pipe,1024
q_pipe,496
quotient,32
remain,32
## cell usage after synthesis, drive strengths merged (15+ instances only)
library cell,n
edfxtp,3136
a21oi,1359
ha,1087
nor2,1059
xor2,1023
xnor2,919
a21o,583
nand2,520
o21ai,494
inv,436
nor3,353
a31oi,170
nand2b,167
clkbuf,152
nand3,147
nor2b,138
nor4,131
o21bai,129
o21a,114
nand4,103
and3,89
a211oi,73
and2,73
or3,63
mux2,59
o211ai,59
nor3b,45
o31ai,41
or4,37
o41ai,36
buf,33
fa,32
or2,30
a31o,29
a41oi,26
a221oi,25
o31a,23
and4,21
a2111oi,18
a311oi,18
a221o,16
nor4b,16
and3b,15
## per-stage QoR
| stage | instances | cell area (sq um) | utilization | setup WS, ns | power (mW) |
|---|---|---|---|---|---|
| 5_1_grt | 21200 | 187000 | 0.343 | 13.64 | 34.7 |
| 4_1_cts | 21200 | 187000 | 0.343 | 14.02 | 32.4 |
| 3_3_place_gp | 20500 | 175000 | 0.321 | 13.02 | 26.2 |
| 6_report | 21200 | 187000 | 0.343 | 14.00 | 32.1 |
| 3_5_place_dp | 20500 | 175000 | 0.321 | 12.90 | 26.2 |
| 2_1_floorplan | 13300 | 164000 | - | 15.64 | 22.5 |
## layout by cell type (no fill, tap or decap), types with 352 or more instances in the layout
master	count
edfxtp_1	3136
xor2_1	1023
ha_1	1087
o21ai_0	473
xnor2_1	918
nand2_1	520
nor3_1	352
clkbuf_16	367
a21o_1	583
nor2_1	1059
a21oi_1	1356
inv_1	436
Power figures rest on the tool's default switching activity, not on a simulated workload.
