==> config.mk <==
export PLATFORM = sky130hd
export DESIGN_NAME = div_signed
export DESIGN_NICKNAME = div_signed
export VERILOG_FILES = /design/flow/design.v
export SDC_FILE = /design/flow/constraint.sdc
export NUM_CORES = 4
export LEC_CHECK = 1
export CORE_UTILIZATION = 50
==> constraint.sdc <==
current_design div_signed

set clk_period 14.4
set clk_io_pct 0.2

create_clock -name clk0 -period $clk_period [get_ports {clock}]

set non_clock_inputs [all_inputs -no_clocks]
set_input_delay [expr $clk_period * $clk_io_pct] -clock clk0 $non_clock_inputs
set_output_delay [expr $clk_period * $clk_io_pct] -clock clk0 [all_outputs]
==> design.v <==
`timescale 1 ns / 1 ns
module div_signed(clock, clken, numer, denom, quotient, remain);
   parameter stages = 32;  
   localparam width = stages;
   parameter z_width = 2*width;  
   parameter width_n = width;  
   parameter width_d = width;  
   input clock;                
   input clken;                
   input [width_n -1:0] numer;  
   input [width_d -1:0] denom;  
   output [width_n -1:0] quotient;  
   output [width_d -1:0] remain;  
   reg [width_n-1:0] 	 quotient = {(width_n){1'b0}};
   reg [width_d-1:0] 	 remain =  {(width_d){1'b0}};
   function [z_width:0] gen_s;
      input [z_width:0]  si;
      input [z_width:0]  di;
      begin
	 if(si[z_width])
	   gen_s = {si[z_width-1:0], 1'b0} + di;
	 else
	   gen_s = {si[z_width-1:0], 1'b0} - di;
      end
   endfunction
   function [width-1:0] gen_q;
      input [width-1:0] qi;
      input [z_width:0]   si;
      begin
	 gen_q = {qi[width-2:0], ~si[z_width]};
      end
   endfunction
   function [width-1:0] assign_s;
      input [z_width:0] si;
      input [z_width:0] di;
      reg [z_width:0] 	tmp;
      begin
	 if(si[z_width])
	   tmp = si + di;
	 else
	   tmp = si;
	 assign_s = tmp[z_width-1:z_width-width];
      end
   endfunction
   reg [width-1:0] q_pipe  [width-1:0];
   reg [z_width:0]   s_pipe  [width:0];
   reg [z_width:0]   d_pipe  [width:0];
   reg [width-1:0]     spipe1;
   reg [width-1:0] 	 spipe2;
   reg [width-1:0] 	 inumer;
   reg [width-1:0] 	 idenom;
   integer 	     n0, n1, n2;
   always @(numer)
     if (numer[width_n-1])
       inumer = ~numer + 1'b1;
     else
       inumer = numer;
   always @(denom)
     if (denom[width_d-1])
       idenom = ~denom + 1'b1;
     else
       idenom = denom;
   always @(idenom)
     begin
	d_pipe[0] 	<= {1'b0, idenom, {(z_width-width){1'b0}} };
     end
   always @(posedge clock)
     if(clken)
       for(n0=1; n0 <= width; n0=n0+1)
	 d_pipe[n0] <= d_pipe[n0-1];
   always @(inumer)
     begin
	s_pipe[0] <= {{(width){1'b0}}, inumer};
     end
   always @(posedge clock)
     if(clken)
       for(n1=1; n1 <= width; n1=n1+1)
	 s_pipe[n1] <= gen_s(s_pipe[n1-1], d_pipe[n1-1]);
   always @(posedge clock)
     q_pipe[0] <= 0;
   always @(posedge clock)
     if(clken)
       for(n2=1; n2 < width; n2=n2+1)
	 q_pipe[n2] <= gen_q(q_pipe[n2-1], s_pipe[n2]);
   integer n,m;
   always @(posedge clock)
     if(clken)
       begin
	  spipe1[0] <= numer[width-1];
	  for(n=1; n < width; n=n+1)
	    spipe1[n] <= spipe1[n-1];
	  spipe2[0] <= numer[width-1] ^ denom[width-1];
	  for(m=1; m < width; m=m+1)
	    spipe2[m] <= spipe2[m-1];
       end
   always @(posedge clock)
     if(clken)  
       remain <= spipe1[width-1] ? ~assign_s(s_pipe[width], d_pipe[width]) + 1'b1 : assign_s(s_pipe[width], d_pipe[width]);
   always @(posedge clock)
     if(clken)  
       quotient <= spipe2[width-1] ? ~gen_q(q_pipe[width-1], s_pipe[width]) + 1'b1 : gen_q(q_pipe[width-1], s_pipe[width]);
endmodule
==> run.sh <==
#!/bin/bash
# OpenROAD 26Q1-2900-gdf79404cd8, Yosys 0.63+post, stock flow scripts
make -C /OpenROAD-flow-scripts/flow DESIGN_CONFIG=/design/flow/config.mk WORK_HOME=/design/flow/orfs finish
==> results.txt <==
run results: Top cell area share=57.7%, post-cts repair resize count=0, Synth Register Bits=3200, Chip Width=579 um, vias per cell=5.59, Synth Instances=13500, Leak Pwr=0.0705 uW, xor/xnor share=10.7%, # IOs=130, yosys cell count=13500, wire per inst=19.5 um, CTS H-tree lvls=5, total global routing overflow=0, wire length of the first global-routing pass=572000 um, residual DRC count=0, Worst Path Required=15.05 ns, TritonCTS clock tree=built, cts bufs inserted=346, final worst slack=5.48 ns, Top area cell types=edfxtp_1 (58%), ha_1 (8.0%), xnor2_1 (5.4%), xor2_1 (5.3%), a21oi_1 (3.9%), aoi share=12.2%, vias in the first global route=102000, Slew headroom=39.3%, final slew viol count=0, Synth Cell Area=166000 um^2, worst slack, placed=4.56 ns, ANT nets after route=0, Int Power=30500 uW, sw frac=38.7%, dpl hpwl=275000 um, Cell variety after synth=94, Core Util, Final=56.0%, Seq/Total Area, Yosys=57.7%, minimum clock period after layout=8.92 ns, Rows=211, status=finished clean, initial antenna violation count=4, Hold Vio Cnt, Final=0, hold_buf cts=0, clk_skew=0.0670 ns, pin slew with the least headroom to its limit=0.906 ns, core area=331000 um^2, Post-synth EDFFs=3200, Worst-path clk slew=0.06 ns, clock sink total=3200, FP Util=50.3%, yosys stat chip area=166000 um^2, hold crit path type=reg -> reg, final WL=363000 um, Comb power frac=51.7%, Log Warnings=47, CP max FO=9, Warnings, synthesis=4, Reg power frac=30.6%, most frequent cell after synthesis=edfxtp_1, crit path DAT=9.57 ns, port bufs=129, synthesized area per cell=12.4 um^2, vertical die size=579 um, post-route clock period utilization=61.9%, Max Cap Violations=0, most used flip-flop cell=edfxtp_1, Basic Gates by Area=9.16%, Yosys top cell by area=edfxtp_1, Setup crit start kind=input port, Synth-to-Final Area Change=11.4%, Total Neg Setup Slack=0 ns, crit path kind=in -> reg, pin count of the biggest net entering global routing=140, via count=104000, CTS Root Cell=clkbuf_16, top cells by count=edfxtp_1 (3200), a21oi_1 (1293), nor2_1 (1107), Final Power=49800 uW, layout cells sized above 1=5.62%, fmax=112 MHz, Psw=19300 uW, routability cong.=0.980, share of flip-flops with an asynchronous set or reset=0%, Pwr Density=269 nW/um^2, GRT Total Usage=23.6%, dominant kind of combinational cell=AND-OR/OR-AND gates, Min Hold Slack=0.384 ns, clock network fraction of total power=17.6%, final setup vio count=0, setup bufs post-CTS=0, worst vdd ir=118 uV, crit path capture type=flip-flop, fa+ha+maj area frac=8.35%, die area=335000 um^2, Max Root-Sink Buffers=4, mux cell area share after synthesis=0.309%, RSZ-0062 raised after global routing=no, drt first pass iters=7, clk latency of the worst-skew pair=0.96 ns, DRT iter0 DRCs=6497
## routing by layer
metal  global-route usage, %  vias up  wire length, um
li1                        -    51400                -
met5                       0        -               69
met3                    4.64      595            19000
met4                    7.17        2            13900
met1                    36.3    49600           155000
met2                    37.1     2299           175000
## metrics by stage
| step | instance area, um^2 | instances |
|---|---|---|
| finish | 185000 | 18600 |
| floorplan | 166000 | 13500 |
| global route | 185000 | 18600 |
| CTS | 185000 | 18600 |
| detailed placement | 174000 | 17900 |
| global placement | 174000 | 17900 |
## registers in the layout (all words and copies together) (netlist names)
register,flops
d_pipe,1024
q_pipe,496
quotient,32
remain,32
s_pipe,1552
spipe1,32
spipe2,32
## cell usage in the layout (no fill, tap or decap), types with 138 or more instances in the layout
| master | synthesis | routed |
|---|---|---|
| o21bai_1 | 153 | 153 |
| nor2_1 | 1107 | 1107 |
| ha_1 | 1060 | 1060 |
| xnor2_1 | 1023 | 1023 |
| nor3_1 | 370 | 368 |
| nor4_1 | 140 | 138 |
| xor2_1 | 1005 | 1005 |
| nand3_1 | 163 | 163 |
| a21oi_1 | 1293 | 1293 |
| nand2_1 | 541 | 541 |
| o21ai_0 | 492 | 492 |
| buf_4 | 0 | 154 |
| edfxtp_1 | 3200 | 3200 |
| nand2b_1 | 196 | 196 |
| inv_1 | 527 | 527 |
| clkbuf_16 | 0 | 349 |
| a21o_1 | 518 | 518 |
## cell type report
type / count / area (um^2)
Timing Repair Buffer: 290 / 2600
Multi-Input combinational cell: 9564 / 67800
Clock buffer: 408 / 8950
Inverter: 529 / 1990
Antenna cell: 3 / 7.51
Tap cell: 4366 / 5460
Sequential cell: 3200 / 96100
Fill cell: 26000 / 145000
Clock inverter: 227 / 2400
## cell families (layout without fill, tap and decap cells)
| logic type | after synthesis | after routing |
|---|---|---|
| XOR/XNOR | 2028 | 2028 |
| other | 0 | 3 |
| buffers and inverters | 688 | 1454 |
| AND/OR/NAND/NOR | 3145 | 3145 |
| adder cells (fa/ha/maj) | 1092 | 1092 |
| AND-OR/OR-AND | 3252 | 3252 |
| flip-flops | 3200 | 3200 |
| multiplexers | 47 | 47 |
## power groups by stage
stage	Combinational, uW	Sequential, uW	Clock, uW
CTS	25700	15300	9070
global route	28700	15500	9430
finish	25800	15300	8790
## worst paths after layout
path	start	end	slack, ns	cells past startpoint
max	numer[9]	s_pipe[1][60]	5.48	17
min	q_pipe[15][3]	q_pipe[16][4]	0.38	0
max reg2reg	d_pipe[14][32]	s_pipe[15][64]	8.53	19
min reg2reg	q_pipe[15][3]	q_pipe[16][4]	0.38	0
## worst max-delay path, cell delays in order
cell and delay, ns:
clkdlybuf4s50_1 0.49, or4_1 0.59, or3_1 0.40, or4_1 0.50, or3_1 0.39, or4_1 0.62, or4_1 0.51, nand4bb_1 0.48
ha_1 0.38, inv_1 0.07, ha_1 0.21, nand4_1 0.12, or3_1 0.46, nor3b_1 0.34, nor2b_1 0.68, nand4_1 0.23
xor2_1 0.21
Power figures rest on the tool's default switching activity, not on a simulated workload.
